==> design.v <==
module adder(s,cout,a,b,cin);
  `timescale 1ns/1ps
  input a,b,cin;
  output cout,s;
  wire [3:0] w;
 and #(10) and1(w[0],a,b);
 and #(10) and2(w[1],a,cin);
 and #(10) and3(w[2],b,cin);
  or #(10) or1(cout,w[0],w[1],w[2]);
 xor #(10) xor1(w[3],a,b);
 xor #(10) xor2(s,cin,w[3]);
endmodule
module adder8bit(s,cout,a,b,cin);
`timescale 1ns/1ps
  output cout;
  output [7:0] s;
  input [7:0] a;
  input [7:0] b;
  input cin;
  wire [6:0] c;
  adder ad1(s[0],c[0],a[0],b[0],cin);
  adder ad2(s[1],c[1],a[1],b[1],c[0]);
  adder ad3(s[2],c[2],a[2],b[2],c[1]);
  adder ad4(s[3],c[3],a[3],b[3],c[2]);
  adder ad5(s[4],c[4],a[4],b[4],c[3]);
  adder ad6(s[5],c[5],a[5],b[5],c[4]);
  adder ad7(s[6],c[6],a[6],b[6],c[5]);
  adder ad8(s[7],cout,a[7],b[7],c[6]);
endmodule
==> run.sh <==
#!/bin/bash
# OpenROAD 26Q1-2900-gdf79404cd8, Yosys 0.63+post, stock flow scripts
make -C /OpenROAD-flow-scripts/flow DESIGN_CONFIG=/design/flow/config.mk WORK_HOME=/design/flow/orfs finish
==> config.mk <==
export PLATFORM = sky130hd
export DESIGN_NAME = adder8bit
export DESIGN_NICKNAME = adder8bit
export VERILOG_FILES = /design/flow/design.v
export SDC_FILE = /design/flow/constraint.sdc
export NUM_CORES = 4
export LEC_CHECK = 1
export CORE_AREA = 10 10 70 70
export DIE_AREA = 0 0 80 80
==> constraint.sdc <==
current_design adder8bit

set clk_period 4.8
set clk_io_pct 0.2

create_clock -name clk0 -period $clk_period

set non_clock_inputs [all_inputs -no_clocks]
set_input_delay [expr $clk_period * $clk_io_pct] -clock clk0 $non_clock_inputs
set_output_delay [expr $clk_period * $clk_io_pct] -clock clk0 [all_outputs]
==> flow_results.xml <==
<?xml version="1.0" encoding="UTF-8"?>
<metrics>
  <group name="outcome">
    <metric name="outcome" unit="">finished, violations left</metric>
    <metric name="violations" unit="">negative setup slack</metric>
  </group>
  <group name="global_routing">
    <metric name="gr-total-overflow" unit="">0</metric>
    <metric name="grt_pass1_vias" unit="">247</metric>
    <metric name="grt_pass1_wl" unit="mm">1.152</metric>
    <metric name="grt_antenna_before_repair" unit="">0</metric>
    <metric name="grt_max_degree" unit="">2</metric>
    <metric name="gr-usage-all-layers" unit="">0.02282</metric>
  </group>
  <group name="pwr">
    <metric name="power_report.internal_total" unit="mW">0.03958</metric>
    <metric name="cellLeakagePower" unit="nW">0.2113</metric>
    <metric name="switching_part_of_the_total_power" unit="">0.2981</metric>
    <metric name="switching_power" unit="mW">0.01681</metric>
    <metric name="power.sequential.fraction" unit="">0</metric>
    <metric name="p_clk_frac" unit="">0</metric>
    <metric name="power.total" unit="mW">0.05638</metric>
    <metric name="cellPowerDensity" unit="nW/um2">106.3</metric>
    <metric name="power_frac_comb" unit="">1.000</metric>
    <metric name="vdd.ir_drop.worst" unit="mV">0.03278</metric>
  </group>
  <group name="floorplan">
    <metric name="design.core.area" unit="um2">3416</metric>
    <metric name="floorplan.die.height" unit="um">80</metric>
    <metric name="die-area" unit="um2">6400</metric>
    <metric name="rows" unit="">21</metric>
    <metric name="io_pins" unit="">26</metric>
    <metric name="fp_util" unit="">0.07546</metric>
    <metric name="die_x_size" unit="um">80</metric>
  </group>
  <group name="drt">
    <metric name="route.vias.total" unit="">202</metric>
    <metric name="antenna_diode_count" unit="">0</metric>
    <metric name="avgViaCountPerCell" unit="">2.244</metric>
    <metric name="drt-pass1-iter-count" unit="">2</metric>
    <metric name="post_drt_wl_per_cell" unit="um">8.311</metric>
    <metric name="postRouteAntennaNets" unit="">0</metric>
    <metric name="post-route-drc-count" unit="">0</metric>
    <metric name="initial_detailed_routing_violation_count" unit="">1</metric>
    <metric name="totalWireLength" unit="um">748</metric>
  </group>
  <group name="timing">
    <metric name="maximum_clock_frequency" unit="MHz">199.6</metric>
    <metric name="grt_setup_unrepaired" unit="">true</metric>
    <metric name="tns" unit="ns">-0.2102</metric>
    <metric name="timing_worst_slew_pin_value" unit="ns">0.1061</metric>
    <metric name="setup_ws" unit="ns">-0.2102</metric>
    <metric name="timing.final.hold_violations" unit="">0</metric>
    <metric name="finalMaxSlewViolations" unit="">0</metric>
    <metric name="timing.max_slew.rel_slack" unit="">0.9290</metric>
    <metric name="final.min_clock_period" unit="ns">5.010</metric>
    <metric name="timing.final.crit_share" unit="">1.044</metric>
    <metric name="setup_violations" unit="">1</metric>
  </group>
  <group name="cells_and_area">
    <metric name="regArea" unit="um2">0</metric>
    <metric name="ff_count" unit="">0</metric>
    <metric name="final.clkbuf_count" unit="">0</metric>
    <metric name="layout.filler_cells" unit="">387</metric>
    <metric name="ratio_of_cells_with_drive_above_1_in_the_final_layout" unit="">0.4545</metric>
    <metric name="syn_to_final_growth" unit="%">105.8</metric>
  </group>
  <group name="synth">
    <metric name="area_leaders" unit="">fa_1 62%, buf_4 23%, inv_1 15%</metric>
    <metric name="netlist.area_leader.share" unit="">0.6214</metric>
    <metric name="synth_cells" unit="">26</metric>
    <metric name="synth.yosys.num_cells" unit="">26</metric>
    <metric name="yosys_warnings" unit="">0</metric>
    <metric name="top_area_cell" unit="">fa_1</metric>
    <metric name="ys_area" unit="um2">257.7</metric>
    <metric name="syn_area" unit="um2">257.7</metric>
    <metric name="yosysUniqueCellTypes" unit="">3</metric>
    <metric name="synth.most_common_cell" unit="">inv_1</metric>
    <metric name="ys_top_cells_by_count" unit="">10 x inv_1, 8 x buf_4, 8 x fa_1</metric>
    <metric name="synthesis.area_per_instance" unit="um2">9.913</metric>
    <metric name="ys_seq_share" unit="">0</metric>
  </group>
  <group name="hold_path">
    <metric name="min-delay-path-class" unit="">input pin to output port</metric>
    <metric name="min_from" unit="">cin</metric>
    <metric name="min_delay_path_depth" unit="">5</metric>
  </group>
  <group name="run">
    <metric name="warnings" unit="">35</metric>
    <metric name="cap_violations" unit="">0</metric>
  </group>
  <group name="worst_setup_path">
    <metric name="worst_ep_required_time" unit="ns">3.84</metric>
    <metric name="setup.worst_path.end_class" unit="">output port</metric>
    <metric name="crit_path_start_kind" unit="">input pin</metric>
    <metric name="crit_fanout" unit="">1</metric>
    <metric name="arrival" unit="ns">4.05</metric>
    <metric name="timing.critical_path.from" unit="">a[0]</metric>
    <metric name="path_class" unit="">input pin to output port</metric>
  </group>
  <group name="placement">
    <metric name="place_congestion" unit="">0.8076</metric>
    <metric name="dp_slack" unit="ns">-0.9528</metric>
    <metric name="buffer_ports.inserted" unit="">26</metric>
    <metric name="hpwlAfterDp" unit="um">743.5</metric>
  </group>
  <group name="clock_tree">
    <metric name="postCtsHoldBufs" unit="">0</metric>
  </group>
</metrics>
## area by class of cell
cell class / count / area, um2 / area share
inverters: 10 / 42.54 / 0.08019
well taps: 46 / 57.56 / 0.1085
repair buffers: 26 / 250.2 / 0.4717
multi-input cells: 8 / 180.2 / 0.3396
## worst paths after layout
check                   to
worst max-delay path  s[7]
worst min-delay path  s[0]
## placed cells by master, fill, tap and decap left out
| cell | Yosys | routed |
|---|---|---|
| clkdlybuf4s50_1 | 0 | 18 |
| fa_2 | 0 | 8 |
| inv_2 | 0 | 4 |
| inv_1 | 10 | 4 |
| buf_2 | 0 | 3 |
| inv_4 | 0 | 2 |
| dlygate4sd2_1 | 0 | 2 |
| buf_6 | 0 | 2 |
| buf_8 | 0 | 1 |
## worst max-delay path, cell delays in order
cell   delay [ns]
buf_8        0.10
inv_4        0.04
fa_2         0.19
inv_2        0.04
fa_2         0.34
fa_2         0.39
fa_2         0.35
fa_2         0.34
fa_2         0.34
fa_2         0.34
inv_2        0.06
fa_2         0.42
inv_2        0.05
buf_2        0.08
## metal layers
layer | global-route usage | wire length (um)
met2 | 0.02729 | 218
met5 | 0 | 0
met4 | 0 | 0
met3 | 0.01932 | 189
met1 | 0.03176 | 341
## kinds of logic after synthesis
logic type / after synthesis / synth area share
buffers and inverters: 18 / 0.3787
adder cells (fa/ha/maj): 8 / 0.6213
## power groups by stage
stage	Sequential (mW)	Combinational (mW)	Clock, mW
global route	0	0.0656	0
CTS	0	0.0571	0
finish	0	0.0564	0
## through the flow
stage / std cells / utilization / instance area (um2) / hold WS (ns)
5_1_grt: 90 / 0.1553 / 530.5 / 2.704
3_5_place_dp: 90 / 0.1546 / 528.0 / 2.952
6_report: 90 / 0.1553 / 530.5 / 2.657
4_1_cts: 90 / 0.1516 / 518.0 / 2.665
3_3_place_gp: 90 / 0.1546 / 528.0 / 2.965
2_1_floorplan: 26 / - / 270.3 / 2.137
## what timing repair did
action | CTS | global route
resized | 32 | 4
buffers inserted | 0 | 0
pin swaps | 8 | 8
cloned | 0 | 0
setup endpoints to repair | 4 | 4
endpoints found under the hold margin | 0 | 0
Power figures rest on the tool's default switching activity, not on a simulated workload.
