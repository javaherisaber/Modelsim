<file path="/design/flow/config.mk">
export PLATFORM = sky130hd
export DESIGN_NAME = Cla8bit
export DESIGN_NICKNAME = Cla8bit
export VERILOG_FILES = /design/flow/design.v
export SDC_FILE = /design/flow/constraint.sdc
export NUM_CORES = 4
export LEC_CHECK = 1
export CORE_AREA = 10 10 70 70
export DIE_AREA = 0 0 80 80
</file>
<file path="/design/flow/constraint.sdc">
current_design Cla8bit

set clk_period 3.9
set clk_io_pct 0.2

create_clock -name clk0 -period $clk_period

set non_clock_inputs [all_inputs -no_clocks]
set_input_delay [expr $clk_period * $clk_io_pct] -clock clk0 $non_clock_inputs
set_output_delay [expr $clk_period * $clk_io_pct] -clock clk0 [all_outputs]
</file>
<file path="/design/flow/design.v">
module Cla8bit(s,cout,a,b,cin);
	`timescale 1ns/1ps
	output cout;
	output [7:0] s;
	input cin;
	input [7:0]a,b;
	wire [6:0] carry;
	adder ad0(s[0],,a[0],b[0],cin);
	adder ad1(s[1],,a[1],b[1],carry[0]);
	adder ad2(s[2],,a[2],b[2],carry[1]);
	adder ad3(s[3],,a[3],b[3],carry[2]);
	adder ad4(s[4],,a[4],b[4],carry[3]);
	adder ad5(s[5],,a[5],b[5],carry[4]);
	adder ad6(s[6],,a[6],b[6],carry[5]);
	adder ad7(s[7],,a[7],b[7],carry[6]);
	Cla8bitGenerator cla({cout,carry},a,b,cin);
	endmodule
module Cla8bitGenerator(c,a,b,cin);
	`timescale 1ns/1ps
	output [7:0] c;
	input cin;
	input [7:0]a,b;
	wire [7:0]p,g;
	wire [35:0] w;
	xor #(10) xr1(p[0],a[0],b[0]);
	xor #(10) xr2(p[1],a[1],b[1]);
	xor #(10) xr3(p[2],a[2],b[2]);
	xor #(10) xr4(p[3],a[3],b[3]);
	xor #(10) xr5(p[4],a[4],b[4]);
	xor #(10) xr6(p[5],a[5],b[5]);
	xor #(10) xr7(p[6],a[6],b[6]);
	xor #(10) xr8(p[7],a[7],b[7]);
	and #(10) ad1(g[0],a[0],b[0]);
	and #(10) ad2(g[1],a[1],b[1]);
	and #(10) ad3(g[2],a[2],b[2]);
	and #(10) ad4(g[3],a[3],b[3]);
	and #(10) ad5(g[4],a[4],b[4]);
	and #(10) ad6(g[5],a[5],b[5]);
	and #(10) ad7(g[6],a[6],b[6]);
	and #(10) ad8(g[7],a[7],b[7]);
	and #(10) ad9(w[0],p[0],cin);
	or #(10) or1(c[0],g[0],w[0]); 
	and #(10) ad10(w[1],p[1],g[0]);
	and #(10) ad11(w[2],p[1],p[0],cin);
	or #(10) or2(c[1],g[1],w[1],w[2]); 
	and #(10) ad12(w[3],p[2],g[1]);
	and #(10) ad13(w[4],p[2],p[1],g[0]);
	and #(10) ad14(w[5],p[2],p[1],p[0],cin);
	or #(10) or3(c[2],g[2],w[3],w[4],w[5]); 
	and #(10) ad15(w[6],p[3],g[2]);
	and #(10) ad16(w[7],p[3],p[2],g[1]);
	and #(10) ad17(w[8],p[3],p[2],p[1],g[0]);
	and #(10) ad18(w[9],p[3],p[2],p[1],p[0],cin);
	or #(10) or4(c[3],g[3],w[6],w[7],w[8],w[9]); 
	and #(10) ad19(w[10],p[4],g[3]);
	and #(10) ad20(w[11],p[4],p[3],g[2]);
	and #(10) ad21(w[12],p[4],p[3],p[2],g[1]);
	and #(10) ad22(w[13],p[4],p[3],p[2],p[1],g[0]);
	and #(10) ad23(w[14],p[4],p[3],p[2],p[1],p[0],cin);
	or #(10) or5(c[4],g[4],w[10],w[11],w[12],w[13],w[14]); 
	and #(10) ad24(w[15],p[5],g[4]);
	and #(10) ad25(w[16],p[5],p[4],g[3]);
	and #(10) ad26(w[17],p[5],p[4],p[3],g[2]);
	and #(10) ad27(w[18],p[5],p[4],p[3],p[2],g[1]);
	and #(10) ad28(w[19],p[5],p[4],p[3],p[2],p[1],g[0]);
	and #(10) ad29(w[20],p[5],p[4],p[3],p[2],p[1],p[0],cin);
	or #(10) or6(c[5],g[5],w[15],w[16],w[17],w[18],w[19],w[20]); 
	and #(10) ad30(w[21],p[6],g[5]);
	and #(10) ad31(w[22],p[6],p[5],g[4]);
	and #(10) ad32(w[23],p[6],p[5],p[4],g[3]);
	and #(10) ad33(w[24],p[6],p[5],p[4],p[3],g[2]);
	and #(10) ad34(w[25],p[6],p[5],p[4],p[3],p[2],g[1]);
	and #(10) ad35(w[26],p[6],p[5],p[4],p[3],p[2],p[1],g[0]);
	and #(10) ad36(w[27],p[6],p[5],p[4],p[3],p[2],p[1],p[0],cin);
	or #(10) or7(c[6],g[6],w[21],w[22],w[23],w[24],w[25],w[26],w[27]); 
	and #(10) ad37(w[28],p[7],g[6]);
	and #(10) ad38(w[29],p[7],p[6],g[5]);
	and #(10) ad39(w[30],p[7],p[6],p[5],g[4]);
	and #(10) ad40(w[31],p[7],p[6],p[5],p[4],g[3]);
	and #(10) ad41(w[32],p[7],p[6],p[5],p[4],p[3],g[2]);
	and #(10) ad42(w[33],p[7],p[6],p[5],p[4],p[3],p[2],g[1]);
	and #(10) ad43(w[34],p[7],p[6],p[5],p[4],p[3],p[2],p[1],g[0]);
	and #(10) ad44(w[35],p[7],p[6],p[5],p[4],p[3],p[2],p[1],p[0],cin);
	or #(10) or8(c[7],g[7],w[28],w[29],w[30],w[31],w[32],w[33],w[34],w[35]); 
endmodule 
module adder(s,cout,a,b,cin);
  `timescale 1ns/1ps
  input a,b,cin;
  output cout,s;
  wire [3:0] w;
 and #(10) and1(w[0],a,b);
 and #(10) and2(w[1],a,cin);
 and #(10) and3(w[2],b,cin);
  or #(10) or1(cout,w[0],w[1],w[2]);
 xor #(10) xor1(w[3],a,b);
 xor #(10) xor2(s,cin,w[3]);
endmodule
</file>
<file path="/design/flow/run.sh">
#!/bin/bash
# OpenROAD 26Q1-2900-gdf79404cd8, Yosys 0.63+post, stock flow scripts
make -C /OpenROAD-flow-scripts/flow DESIGN_CONFIG=/design/flow/config.mk WORK_HOME=/design/flow/orfs finish
</file>
==> summary.txt <==
The full implementation flow was run.

The initial utilization of the core area, before any placement, comes to 11.0%. The clock tree buffer count of the final layout stands at 0. The post-place setup slack stands at 361 ps. In this run the most critical hold path is launched from b[7].

The count of nets left with antenna violations once routing finished came out at 0. The number of port buffers stands at 26. The worst setup path is captured at an output pin. Summed over all instances, the cell type with the most area after synthesis is sky130_fd_sc_hd__ha_1. The total length of routed wires stands at 1030 um. The power report puts the leakage power at 0.259 nW.

Measured along the x axis, the die boundary spans 80 um. The clock period could shrink to 3530 ps. The routed layout has 354 vias.

The summed standard-cell area reported by yosys stands at 375 um^2. The path class of the tightest hold or removal check is input pin to output pin. In this run the layout overhead on the synthesized area is reported as 68.7%. The overall routing resource usage stands at 3.19%. In the post-route analysis, the smallest setup slack over all paths is 370 ps.

The count of buffer and inverter cells on the critical path stands at 2. The tally of unique sky130hd cells used after synthesis stands at 18. 26 I/O pins were placed. The weighted congestion at the end of routability-driven global placement stands at 0.794. The total of endpoints with negative setup slack in the final report stands at 0.

The largest driver fanout on the critical path stands at 4. Adding up every negative setup slack in the final design gives 0 ps. The area of all placed cells without fillers stands at 633 um^2. Among the stages of the critical path, the cell type that occurs most often is sky130_fd_sc_hd__clkdlybuf4s50_1. The maximum vdd drop stands at 0.0611 mV. The instance count of the mapped netlist stands at 46. The first global-routing pass estimated 1740 um of wire. The completed layout was analyzed and its total power is 0.102 mW. The area fraction of the dominant cell type after synthesis stands at 26.7%. Data on the critical path arrives at its endpoint at 2750 ps. The share of final-layout standard cells stronger than drive strength 1 stands at 6.25%. The flow ran to the end, and the final reports show no timing, DRC or antenna violations. The max-slew check reports its worst relative slack as 84.0%. The final routed wire length divided by cell count stands at 9.39 um. The critical path in this run is classified as input pin to output pin. Using the TritonRoute via totals, the vias-per-cell ratio works out to 3.22. After filler insertion, the fill cell instance count of the layout stands at 400. The number of antenna violations at the first check in global routing was 0. In this run the power density over the cells is 162 mW/mm^2. Among cell families on the critical path, the largest total delay comes from buffers and inverters. The core region is 0.00342 mm^2. Counting instances, the worst hold path has a depth of 4. Once the clock tree was built, the setup fixing pass inserted 0 buffers.

For reference, the final report shows the hold violation count at 0. The first-pass iteration count of the detailed router stands at 3. The mapped netlist covers 375 um^2.

Per STA, the worst path is made up of clkdlybuf4s50_1 > ha_1 > a21oi_2 > o221ai_2 > a31oi_2 > xnor2_1 > clkdlybuf4s50_1. Post-CTS repair ended up resizing 0 cells. In the Yosys report, the sequential cells make up 0% of the chip area. Detailed placement ended at an HPWL of 972 um. The largest single stage delay on the critical path is 490 ps. The number of DRC violations after detailed-routing iteration 0 stands at 8. The sequential cells in the finished layout cover a total of 0 um^2. The total of hold buffers inserted after clock tree synthesis stands at 0. The cell row count stands at 21.

After synthesis, the mean cell area works out to 8.16 um^2. There are 0 flip-flops and latches. The global route stage reports its total congestion overflow as 0.

Hold is met by 2640 ps. The max-cap check violation count stands at 0. The final tally of max-slew violations stands at 0. For the pin with the worst max-slew slack, the measured transition is 238 ps. STA puts the critical path data required time at 3120 ps. The post-detailed-placement cell area stands at 633 um^2. The via count of the first global-routing pass stands at 410.

The worst setup path is launched from an input pin. Entering global routing, the biggest net connects 5 pins. The STA report counts the stages on the worst setup path as 7. From bottom edge to top edge, the die measures 80 um. The post-route DRC violation count stands at 0.

Antenna repair during routing inserted a diode count of 0. The Yosys warning count stands at 0. The launch point of the critical path was reported as a[2]. The slowest stage of the critical path is the sky130_fd_sc_hd__clkdlybuf4s50_1 cell. In the post-synthesis netlist, the biggest area contributors are sky130_fd_sc_hd__ha_1 (27%), sky130_fd_sc_hd__buf_4 (16%), sky130_fd_sc_hd__xnor2_1 (14%). The floorplan step defined a die boundary enclosing 0.00640 mm^2. The number of cells reported by Yosys stat comes to 46. The highest clock rate this design can be run at is 0.283 GHz. After layout, the worst path uses 90.5% of the clock period. Setup repair after global routing left no endpoint under its margin.

The OpenROAD warning count stands at 32.
-- cells by family after synthesis --
kind of cell,count (synthesis),share of synthesized area (%)
buffers and inverters,15,23.0
AOI/OAI and AO/OA,12,25.3
adders and majority gates,9,32.0
xor gates and xnor gates,7,16.3
and+or+nand+nor,3,3.33
-- cells in the mapped netlist --
master and number:
sky130_fd_sc_hd__fa_1 1, sky130_fd_sc_hd__o21a_1 1, sky130_fd_sc_hd__ha_1 8, sky130_fd_sc_hd__o21ai_1 1, sky130_fd_sc_hd__inv_1 7, sky130_fd_sc_hd__nand2_1 1, sky130_fd_sc_hd__o221ai_2 1, sky130_fd_sc_hd__a21oi_1 2
sky130_fd_sc_hd__xor2_1 1, sky130_fd_sc_hd__nand3_1 1, sky130_fd_sc_hd__buf_4 8, sky130_fd_sc_hd__o21bai_1 2, sky130_fd_sc_hd__nor2_1 1, sky130_fd_sc_hd__a21o_1 1, sky130_fd_sc_hd__a31oi_2 1, sky130_fd_sc_hd__xnor2_1 6
sky130_fd_sc_hd__o21ai_0 1, sky130_fd_sc_hd__a21oi_2 2
-- layout by cell type, fill, tap and decap left out --
cell type                         instances
sky130_fd_sc_hd__fa_1                     1
sky130_fd_sc_hd__o221ai_2                 1
sky130_fd_sc_hd__a31oi_2                  1
sky130_fd_sc_hd__nand3_1                  1
sky130_fd_sc_hd__nand2_1                  1
sky130_fd_sc_hd__ha_1                     8
sky130_fd_sc_hd__a21oi_1                  2
sky130_fd_sc_hd__o21bai_1                 2
sky130_fd_sc_hd__o21a_1                   1
sky130_fd_sc_hd__xnor2_1                  6
sky130_fd_sc_hd__a21o_1                   1
sky130_fd_sc_hd__o21ai_0                  1
sky130_fd_sc_hd__a21oi_2                  2
sky130_fd_sc_hd__xor2_1                   1
sky130_fd_sc_hd__clkdlybuf4s50_1         26
sky130_fd_sc_hd__inv_1                    7
sky130_fd_sc_hd__nor2_1                   1
sky130_fd_sc_hd__o21ai_1                  1
-- power by group --
| part | switching, mW | internal [mW] | total [mW] |
|---|---|---|---|
| logic | 0.0339 | 0.0686 | 0.102 |
| registers | 0 | 0 | 0 |
| clock network | 0 | 0 | 0 |
| total | 0.0339 | 0.0686 | 0.102 |
-- metrics by stage --
step                      cells  util, %
after floorplan              46        -
after global placement      110     18.5
after detailed placement    110     18.5
after CTS                   110     18.5
after global routing        110     18.5
final                       110     18.5
-- final cells by class --
cell class | instances | area (um^2) | area share (%)
inverter | 7 | 26.3 | 4.15
multi-input combinational | 31 | 289 | 45.7
tap | 46 | 57.6 | 9.09
timing repair buffer | 26 | 260 | 41.1
-- worst paths after layout --
path,endpoint
max,s[7]
min,s[7]
-- routing by layer --
layer  share of wire [%]  global-route usage, %  vias up
met5                   0                      0        -
met4                   0                      0        0
met3                  16                   1.59        0
met2                  31                   4.49       19
met1                  53                   4.50      152
li1                    -                      -      183
Power and IR drop assume default switching activity.
