===== flow/run.sh =====
#!/bin/bash
# OpenROAD 26Q1-2900-gdf79404cd8, Yosys 0.63+post, stock flow scripts
make -C /OpenROAD-flow-scripts/flow DESIGN_CONFIG=/design/flow/config.mk WORK_HOME=/design/flow/orfs finish

===== flow/config.mk =====
export PLATFORM = sky130hd
export DESIGN_NAME = Alu8bit
export DESIGN_NICKNAME = Alu8bit
export VERILOG_FILES = /design/flow/design.v
export SDC_FILE = /design/flow/constraint.sdc
export NUM_CORES = 4
export LEC_CHECK = 1
export CORE_AREA = 10 10 70 70
export DIE_AREA = 0 0 80 80

===== flow/constraint.sdc =====
current_design Alu8bit

set clk_period 8.4
set clk_io_pct 0.2

create_clock -name clk0 -period $clk_period

set non_clock_inputs [all_inputs -no_clocks]
set_input_delay [expr $clk_period * $clk_io_pct] -clock clk0 $non_clock_inputs
set_output_delay [expr $clk_period * $clk_io_pct] -clock clk0 [all_outputs]

===== flow/design.v =====
module alu1bit(s,cout,a,b,cin,sel);
	`timescale 1ns/1ps
	output s,cout;
	input [3:0] sel;
	input cin,a,b;
	wire [5:0] w;
	not nt1(w[0],b);
	mux4to1 mx1(w[1],{1'b1,1'b0,w[0],b},sel[1:0]);
	and ad1(w[2],a,b);
	or or1(w[3],a,b);
	xor x1(w[4],a,b);
	FullAdder fa(w[5],cout,a,w[1],cin);
	mux4to1 mx2(s,{w[5],w[4],w[3],w[2]},sel[3:2]);
	endmodule 
module Alu8bit(s,cout,a,b,cin,sel);
	`timescale 1ns/1ps
	output [7:0] s;
	output cout;
	input [7:0]a,b;
	input [3:0]sel;
	input cin;
	wire [6:0]w;
	alu1bit ab1(s[0],w[0],a[0],b[0],cin,sel);
	alu1bit ab2(s[1],w[1],a[1],b[1],w[0],sel);
	alu1bit ab3(s[2],w[2],a[2],b[2],w[1],sel);
	alu1bit ab4(s[3],w[3],a[3],b[3],w[2],sel);
	alu1bit ab5(s[4],w[4],a[4],b[4],w[3],sel);
	alu1bit ab6(s[5],w[5],a[5],b[5],w[4],sel);
	alu1bit ab7(s[6],w[6],a[6],b[6],w[5],sel);
	alu1bit ab8(s[7],cout,a[7],b[7],w[6],sel);
	endmodule
module FullAdder(s,cout,a,b,cin);
  `timescale 1ns/1ps
  input a,b,cin;
  output cout,s;
  wire [3:0] w;
  and  and1(w[0],a,b);
  and  and2(w[1],a,cin);
  and  and3(w[2],b,cin);
   or  or1(cout,w[0],w[1],w[2]);
  xor  xor1(w[3],a,b);
  xor  xor2(s,cin,w[3]);
endmodule
module mux4to1(out,in,sel);
	`timescale 1ns/1ps
	output out;
	input [1:0] sel;
	input [3:0] in;
	wire [5:0] w;
	not n1(w[0],sel[0]);
	not n2(w[1],sel[1]);
	and ad1(w[2],in[0],w[1],w[0]);
	and ad2(w[3],in[1],w[1],sel[0]);
	and ad3(w[4],in[2],sel[1],w[0]);
	and ad4(w[5],in[3],sel[1],sel[0]);
	or or1(out,w[2],w[3],w[4],w[5]);
	endmodule 

==> flow_metrics.env <==
# implementation run metrics
export IMPL_period_minus_slack_ps=8020
export IMPL_top_logic_kind="adder cells"
export IMPL_postLayoutCoreUtil_pct=33.3
export IMPL_grt_overflow_total=0
export IMPL_drive_gt1_share_pct=9.26
export IMPL_fin_total_pwr_mw=0.0641
export IMPL_ys_cells=87
export IMPL_die_x_um=80
export IMPL_gp_congestion=0.779
export IMPL_seq_cells=0
export IMPL_aoi_share_pct=0
export IMPL_syn_to_final_growth_pct=33.4
export IMPL_hold_path_depth=5
export IMPL_antennaDiodeCount=0
export IMPL_worstSetupEndpointType="output port"
export IMPL_die_area_um2=6400
export IMPL_slew_limit_headroom_pct=66.0
export IMPL_cts_resized=0
export IMPL_critical_path_required_ps=6720
export IMPL_rsz0062_at_grt="false"
export IMPL_syn_inst=87
export IMPL_topCellsByArea="ha_1 23%, mux4_2 21%, fa_1 19%"
export IMPL_worst_pin_slew_ps=508
export IMPL_worst_setup_path_start_kind="primary input"
export IMPL_place_hpwl_um=1530
export IMPL_ys_warn_count=0
export IMPL_vias=577
export IMPL_fmax_ghz=0.125
export IMPL_synthMuxAreaShare_pct=21.1
export IMPL_seqCellArea_um2=0
export IMPL_avgRoutedWirePerCell_um=11.1
export IMPL_vdd_drop_max_uv=15.2
export IMPL_post_cts_buffers=0
export IMPL_fin_crit_sh_pct=95.5
export IMPL_criticalPathCategory="primary input to output port"
export IMPL_ys_seq_share_pct=0
export IMPL_layout_top_cell="clkdlybuf4s50_1"
export IMPL_min_path_type="primary input to output port"
export IMPL_power_leakage_nw=0.527
export IMPL_hold_buffers=0
export IMPL_clkbuf_count=0
export IMPL_ys_chip_area_um2=853
export IMPL_most_common_layout_cells="30 x clkdlybuf4s50_1, 28 x inv_1, 16 x ha_1"
export IMPL_antenna_left=0
export IMPL_drv_slew=0
export IMPL_worstHoldStart="a[7]"
export IMPL_rows=21
export IMPL_synth_adder_area_share_pct=42.2
export IMPL_xor_share_pct=8.21
export IMPL_synth_avg_cell_area_um2=9.81
export IMPL_first_pass_iters=2
export IMPL_top_area_share_pct=23.5
export IMPL_core_um2=3420
export IMPL_simple_gate_share_pct=5.87
export IMPL_warnings=40
export IMPL_power_density_nw_per_um2=56.3
export IMPL_vias_per_cell=3.75
export IMPL_finalSetupTns_ps=0
export IMPL_crit_fanout=3
export IMPL_boundaryPins=30
export IMPL_whs_endpoint="cout"
export IMPL_port_buffers=30
export IMPL_arrival_ps=6340
export IMPL_drtIter0Drc=6
export IMPL_track_usage_pct=5.94
export IMPL_syn_cell_area_um2=853
export IMPL_setup_viol=0
export IMPL_initCoreUtil_pct=25.0
export IMPL_drcViolationCount=0
export IMPL_antenna_found_initial=0
export IMPL_status="completed"
export IMPL_grt_pass1_vias=699
export IMPL_ys_types=10
export IMPL_grt_max_degree=9
export IMPL_max_cap_violations=0
export IMPL_yosys_area_top_type="ha_1"
export IMPL_routed_wl_um=1700
export IMPL_hold_violations=0
export IMPL_grt_first_pass_wirelength_um=3110
export IMPL_die_h_um=80
## kinds of logic after synthesis
family / Yosys count
and+or+nand+nor: 8
muxes: 8
xor gates and xnor gates: 8
buffers and inverters: 39
adders and majority gates: 24
## power by group
group | switching (mW) | internal [mW] | leakage, nW
Combinational | 0.0222 | 0.0419 | 0.527
Sequential | 0 | 0 | 0
Clock | 0 | 0 | 0
## layout make-up
| class | count | area [um^2] |
|---|---|---|
| repair buffers | 32 | 315 |
| inverters | 28 | 105 |
| well taps | 46 | 57.6 |
| multi-input cells | 48 | 661 |
| fillers | 351 | 2280 |
## synthesized netlist by cell type
| library cell | number |
|---|---|
| mux4_2 | 8 |
| fa_1 | 8 |
| inv_1 | 28 |
| buf_6 | 2 |
| buf_4 | 8 |
| nand2b_1 | 6 |
| xnor2_1 | 8 |
| nor2b_1 | 2 |
| buf_2 | 1 |
| ha_1 | 16 |
## how the worst max path moves through the flow
stage / end / from / cells after the start
5_1_grt: s[7] / b[0] / 15
6_report: s[7] / b[0] / 15
4_1_cts: s[7] / b[0] / 15
## metrics by stage
stage          hold slack (ps)  setup slack [ps]  cells  area (um^2)
2_1_floorplan             3620              1270     87          853
3_3_place_gp              4520               324    154         1140
3_5_place_dp              4510               323    154         1140
4_1_cts                   4530               317    154         1140
5_1_grt                   4590               136    154         1140
6_report                  4510               380    154         1140
## layer usage
metal  up-vias  routed length [um]  global-route usage [%]
li1        298                   -                       -
met1       263                 695                    7.28
met2        16                 827                    10.5
met3         0                 178                    1.93
met4         0                   0                       0
met5         -                   0                       0
## critical path, cell delays in order
cell	delay (ps)
clkdlybuf4s50_1	510
nand2b_1	80
xnor2_1	130
fa_1	410
fa_1	430
fa_1	430
fa_1	430
fa_1	420
fa_1	400
inv_1	80
fa_1	190
fa_1	410
inv_1	60
mux4_2	220
clkdlybuf4s50_1	460
No activity file was given, so power comes from the tool's default toggle rates.
